### flow/design.v
module mac_unit (
    input wire clk,
    input wire rst_n,
    input wire [7:0] in_data,
    input wire [7:0] weight,
    input wire valid_in,
    output reg [31:0] acc_out,
    output reg valid_out
);
    wire [15:0] product;
    assign product = $signed(in_data) * $signed(weight);
    always @(posedge clk or negedge rst_n) begin
        if (!rst_n) begin
            acc_out <= 32'h0;
            valid_out <= 1'b0;
        end else if (valid_in) begin
            acc_out <= acc_out + $signed(product);
            valid_out <= 1'b1;
        end else begin
            valid_out <= 1'b0;
        end
    end
endmodule
### flow/run.sh
#!/bin/bash
# OpenROAD 26Q1-2900-gdf79404cd8, Yosys 0.63+post, stock flow scripts
make -C /OpenROAD-flow-scripts/flow DESIGN_CONFIG=/design/flow/config.mk WORK_HOME=/design/flow/orfs finish
### flow/config.mk
export PLATFORM = sky130hd
export DESIGN_NAME = mac_unit
export DESIGN_NICKNAME = mac_unit
export VERILOG_FILES = /design/flow/design.v
export SDC_FILE = /design/flow/constraint.sdc
export NUM_CORES = 4
export LEC_CHECK = 1
export CORE_UTILIZATION = 30
### flow/constraint.sdc
current_design mac_unit

set clk_period 10.1
set clk_io_pct 0.2

create_clock -name clk0 -period $clk_period [get_ports {clk}]

set non_clock_inputs [all_inputs -no_clocks]
set_input_delay [expr $clk_period * $clk_io_pct] -clock clk0 $non_clock_inputs
set_output_delay [expr $clk_period * $clk_io_pct] -clock clk0 [all_outputs]
==> run summary <==
Purpose: to document the outcome of synthesis and place and route.

Floorplan
The core region is 15,200 µm². The die covers 16,040 µm². The I/O pin count is 52. The floorplan row count is 45.

The floorplan step set the die height to 126.7 µm. Before placement the cells fill 30.67% of the core. The overall die width is 126.7 µm.

Worst setup path
Per the STA report, the cell with the highest stage delay on the worst path is sky130_fd_sc_hd__clkdlybuf4s50_1. Per STA, the endpoint of the critical path is acc_out[28]. On the worst path, the slowest cell contributes a delay of 0.61 ns. The source of the worst register-to-register timing path is acc_out[0]. The end of the worst register-to-register path is acc_out[28]. The arrival time at the worst endpoint is 8.25 ns. Per STA, the worst path is made up of clkdlybuf4s50_1 -> inv_1 -> nor2_1 -> fa_1 -> fa_1 -> fa_1 -> inv_1 -> fa_1 -> inv_1 -> ha_1 -> o21a_1 -> o21a_1 -> a2111oi_2 -> o31ai_1 -> a21oi_1 -> xnor2_1 -> ha_1 -> a21oi_1 -> nor2b_1 -> nor4bb_1 -> buf_4 -> nor3_1 -> xor2_1.

Per STA, the startpoint of the critical path is weight[7]. The most repeated library cell on the critical path is sky130_fd_sc_hd__fa_1. The report shows a maximum critical-path fanout of 8. By startpoint and endpoint, the worst setup path is classified as primary input to flop. The number of cells on the worst reg-to-reg path is 9. Data on the critical path is required at its endpoint by 10.25 ns. The endpoint kind of the worst setup timing path is a flop. The worst setup path is launched from a primary input. For flop-to-flop paths, the worst setup slack is 7.69 ns.

Clocking
The CTS tree is built. After clock tree synthesis, the flow added hold-fix buffers numbering 0. The number of clock buffers inserted by TritonCTS is 5. The clock reaches the later pin of the worst-skew pair after 0.28 ns. Looking at the clock tree report, the root buffer type is sky130_fd_sc_hd__clkbuf_16.

The post-CTS repair timing setup buffer count is 0. Counting every sink on the clock net gives 33. The report lists the number of cells resized after CTS as 0. The H-tree depth reported by CTS is 2. The clock-pin slew reported for the worst setup and hold paths after clock tree synthesis is 0.05 ns. The number of buffers on the longest clock path is 2.

Placed design
The final weighted congestion recorded by global placement is 0.8622. Once detailed placement completed, the half-perimeter wirelength came to 7.947 mm. The buffer_ports step reported a buffer count of 51. After detailed placement, the design holds a cell count of 745.

Detailed placement reports a standard cell area of 5418 µm².

Timing
In the final report, the number of pins over their slew limit comes to 0. The post-route minimum period is 8.102 ns. Headroom to the max-slew limit came out at 69.40%.

The setup skew after layout is 0.004705 ns. The final count of negative-setup-slack endpoints is 0. The count of endpoints failing hold in the final timing report is 0. In the final timing run, aggregate negative setup slack is 0 ns. The share of the clock period used by the worst path after layout is 80.21%. The measured slew at the worst slew-check pin is 0.4559 ns. Setup repair after global routing left no endpoint under its margin. The peak clock frequency supported by timing is 0.1234 GHz.

Detailed routing
The detail-routed via count per cell is 4.661. The count of antenna diodes in the layout is 0. The remaining routing DRC violations is 0. The detailed-routing iteration count for the pre-antenna-repair pass is 4. Summing over every cut layer, the via total after detailed routing is 3,510. The remaining antenna violation count after routing is 0. In the final routed layout, each cell accounts on average for 12.61 µm. The aggregate routed wire length is 9.496 mm. The initial DRC count is 122.

Global route
The initial antenna violation count is 0. The number of global-route vias before repair is 3,524. The first global-routing pass estimated 16.48 mm of wire. The total routing resource utilization after global routing is 13.06%.

After global routing the overflow that remains totals 0. Entering global routing, the biggest net connects 34 pins.

Run
The number of maximum-capacitance constraint violations is 0. Summing over the stages, the warning tally comes to 26.

Layout
The fraction of final layout cells with drive strength greater than 1 is 5.133%. Relative to the synthesized area, the layout overhead comes to 19.91%. The combinational gate area is 3471 µm². The final design utilization is 36.77%.

The most frequent logic cell in the layout is sky130_fd_sc_hd__inv_1. In the layout the commonest cells are sky130_fd_sc_hd__inv_1, sky130_fd_sc_hd__fa_1, sky130_fd_sc_hd__clkdlybuf4s50_1. For the completed layout, the total cell area is recorded as 5590 µm².

The layout report lists the combined flip-flop and latch area as 825.8 µm². Counting the fill cells in the layout gives 1,481. Once layout is complete, the cells apart from fillers number 753.

Synthesis
A synthesized cell averages 9.213 µm². The warning tally printed by Yosys for this design is 1. The fraction of the yosys area taken by sequential cells is 17.71%.

Counting flops with an async set or reset pin after synthesis yields a share of 100.0%. The cell count in the Yosys report is 506. The total of flip-flops plus latches after synthesis is 33. The netlist uses 54 different library cells.

The count of library flops with an enable pin is 0. The number of instances in the synthesized netlist is 506. The most common flop cell mapped by yosys is sky130_fd_sc_hd__dfrtp_1.

The area of the mapped netlist is 4662 µm². The yosys stat chip area is 4662 µm².

Min path
The startpoint of the tightest hold check path is acc_out[31]. The type recorded for the worst min-delay path is flop to flop. The number of cells traversed by the worst hold path is 1.

Run status
The flow ran to the end, and the final reports show no timing, DRC or antenna violations.
final cells by class:
cell class,count,area share [%]
multi-input cells,376,62.09
flip-flops and latches,33,14.77
repair buffers,54,9.534
inverters,94,6.312
well taps,188,4.208
clock buffers,7,2.551
clock inverters,1,0.5372
critical path, delay by kind of cell:
kind / cells / cell delay, ns
simple gates: 4 / 0.79
fa+ha+maj: 6 / 2.72
xor+xnor: 2 / 0.30
compound gates: 6 / 1.31
buf+inv: 5 / 1.10
synth_stat cells, drive strengths merged (8+ instances only):
| library cell | number | area, µm² |
|---|---|---|
| a21o | 11 | 82.58 |
| a21oi | 22 | 110.1 |
| and2 | 44 | 275.3 |
| dfrtp | 33 | 825.8 |
| fa | 56 | 1121 |
| ha | 46 | 575.6 |
| inv | 93 | 349.1 |
| mux2 | 9 | 101.4 |
| nand2 | 34 | 127.6 |
| nand3 | 12 | 65.06 |
| nor2 | 26 | 97.59 |
| nor3 | 8 | 40.04 |
| o21ai | 14 | 73.82 |
| xnor2 | 23 | 201.4 |
| xor2 | 18 | 157.7 |
registers in the layout, summed over array words and instances, names as in the netlist:
signal     flops
acc_out       32
valid_out      1
through the flow:
stage                     worst slack (ns)  hold WS (ns)
final                                1.998        0.4737
after detailed placement             1.668        0.4607
after global placement               1.753        0.4652
after CTS                            1.944        0.4739
after floorplan                      2.848        0.4204
after global routing                 1.555        0.4829
cell families after synthesis:
logic type / Yosys count / synth area share, %
buffers and inverters: 97 / 7.836
DFF: 33 / 17.71
adders and majority gates: 102 / 36.39
xor gates and xnor gates: 41 / 7.703
and+or+nand+nor: 146 / 16.72
muxes: 10 / 2.389
AOI/OAI and AO/OA: 77 / 11.25
worst min path at each step:
stage	endpoint	slack (ns)
6_report	acc_out[31]	0.47
5_1_grt	acc_out[31]	0.48
4_1_cts	acc_out[31]	0.47
routing by layer:
metal  part of all wire, %  GRT usage (%)
met1                    49          20.26
met2                    46          20.51
met3                   3.8          2.235
met4                   1.1          1.261
met5                     0              0
