==> /design/flow/run.sh <==
#!/bin/bash
# OpenROAD 26Q1-2900-gdf79404cd8, Yosys 0.63+post, stock flow scripts
make -C /OpenROAD-flow-scripts/flow DESIGN_CONFIG=/design/flow/config.mk WORK_HOME=/design/flow/orfs finish
==> /design/flow/config.mk <==
export PLATFORM = sky130hd
export DESIGN_NAME = relu_activation
export DESIGN_NICKNAME = relu_activation
export VERILOG_FILES = /design/flow/design.v
export SDC_FILE = /design/flow/constraint.sdc
export NUM_CORES = 4
export LEC_CHECK = 1
export CORE_UTILIZATION = 30
==> /design/flow/constraint.sdc <==
current_design relu_activation

set clk_period 1.0
set clk_io_pct 0.2

create_clock -name clk0 -period $clk_period [get_ports {clk}]

set non_clock_inputs [all_inputs -no_clocks]
set_input_delay [expr $clk_period * $clk_io_pct] -clock clk0 $non_clock_inputs
set_output_delay [expr $clk_period * $clk_io_pct] -clock clk0 [all_outputs]
==> /design/flow/design.v <==
module relu_activation (
    input wire clk,
    input wire rst_n,
    input wire [31:0] in_data,
    input wire valid_in,
    output reg [31:0] out_data,
    output reg valid_out
);
    always @(posedge clk or negedge rst_n) begin
        if (!rst_n) begin
            out_data <= 32'h0;
            valid_out <= 1'b0;
        end else if (valid_in) begin
            out_data <= ($signed(in_data) > 0) ? in_data : 32'h0;
            valid_out <= 1'b1;
        end else begin
            valid_out <= 1'b0;
        end
    end
endmodule
==> metrics.cfg <==
[grt]
grt_first_pass_wirelength_um = 5350
use_met3 = 0.0462
use_met2 = 0.201
grt_pass1_vias = 1130
use_met1 = 0.215
grt_max_degree = 34
antenna_found_initial = 0
grt_util_all_layers = 0.138
top_usage_layer = met1
overflow = 0

[synth]
synth_seq_share = 0.580
ys_cells = 137
synth.distinct_cells = 8
yosys_area_mm2 = 0.00142
topCellsByArea = dfrtp_1, nand3b_1, o21ai_1, inv_1, buf_6
synthCells = 137
top_area_cell = dfrtp_1
syn_avg_cell_area_um2 = 10.4
ys.flops = 33
top_area_frac = 0.580
synth_warnings = 1
syn_area_mm2 = 0.00142

[layout]
drive_gt1_frac = 0.255
syn_to_final_growth_pct = 51.2

[setup_path]
critPathArrivalTime_ps = 780
cp_slowest_cell = dfrtp_1
crit_required_ps = 800
critPathTopFamily = flip-flops
startpoint_type = register
cp-end-kind = primary output
cpPeakStageDelay_ps = 390
cp_max_fo = 2
worstPathCellList = buf_2
cp_num_buf_inv = 1
critical_path_class = register to primary output

[placed_design]
hpwl_um = 2130
gp_congestion = 0.767
io_buffers = 67

[floorplan]
rows = 24
core-area_mm2 = 0.00444
fp.dieW_um = 70.9
chipArea_mm2 = 0.00502
ios = 68
die_y_um = 70.9
fp_util = 0.320

[timing]
period_used_share = 0.978
worstMarginPinSlew_ps = 182
setup_violations = 0
setup-tns-final_ps = 0
skew_ps = 0
holdWs_ps = 275
drv_slew = 0
period_minus_slack_ps = 978
rsz0062_at_grt = true
slew_headroom = 0.878
finalHoldViolations = 0
fmax_mhz = 1020

[route]
vias = 1157
wire_per_inst_um = 12.0
antenna_cells = 0
antenna_left = 0
viasPerCell = 4.32
drt-pass1-iter-count = 6
remaining_drc_errors = 0
totalWireLength_um = 3220
drtIter0Drc = 68

[job]
warnings = 26
max-cap-violations = 0

[run_status]
status = complete, no violations

[cts]
cts.sinks = 33
ctsHtreeMaxLevel = 2
path_clk_slew_ps = 60
clkLatencyLatePin_ps = 280
cts_buffers = 5
cts_tree = built
cts_max_path_buffers = 2
root_buffer = clkbuf_8

[pwr]
fin_total_pwr_mw = 2.97
leakagePower_nw = 1.04
p_per_area_mw_per_mm2 = 1380
ir_drop_mv = 0.735

[worst_hold_path]
hp-class = input pin to register

==> what timing repair did <==
item | in CTS | in global routing
hold buffers | 0 | 0
setup endpoints to repair | 33 | 20
resized | 99 | 0
cloned | 0 | 0
buffers inserted | 5 | 6
==> kinds of logic after synthesis <==
kind of cell	count (synthesis)	synth area share
DFF	33	0.580
and+or+nand+nor	32	0.168
buffers and inverters	41	0.142
AOI/OAI and AO/OA	31	0.109
==> final cells by class <==
| type | count | area, µm² |
|---|---|---|
| fillers | 418 | 2290 |
| flip-flops and latches | 33 | 826 |
| repair buffers | 82 | 663 |
| multi-input cells | 63 | 394 |
| inverters | 31 | 116 |
| clock buffers | 7 | 86.3 |
| well taps | 52 | 65.1 |
==> registers in the layout (all words and copies together) (netlist names) <==
signal and flops:
out_data 32, valid_out 1
==> power breakdown <==
group	switching (mW)	internal, mW	total, mW
combinational	0.180	0.319	0.499
clock	0.444	0.545	0.989
sequential	0.0478	1.44	1.48
==> worst paths after layout <==
kind	end	slack (ps)	cells after the start	from
setup reg to reg	out_data[19]	170	4	out_data[19]
hold reg to reg	out_data[31]	510	1	out_data[31]
setup / recovery	out_data[6]	20	1	out_data[6]
hold / removal	valid_out	280	2	valid_in
min in group asynchronous	out_data[25]	290	2	rst_n
max in group asynchronous	out_data[8]	540	2	rst_n
==> placed cells by master, fill, tap and decap left out <==
cell             count
dfrtp_1             33
clkbuf_1             1
buf_2               34
nor2b_1              1
o21ai_1             31
clkdlybuf4s50_1     33
buf_12               4
inv_1               31
clkbuf_8             6
buf_4               11
nand3b_1            31
==> per-stage QoR <==
stage | utilization | area, µm² | setup slack [ps] | cells
final | 0.484 | 2150 | 21.8 | 268
after global routing | 0.484 | 2150 | -26.0 | 268
after CTS | 0.474 | 2110 | 10.8 | 262
after detailed placement | 0.483 | 2150 | -180 | 250
after global placement | 0.483 | 2150 | -173 | 250
after floorplan | - | 1420 | 317 | 137
==> cells in the mapped netlist (all sizes together) <==
| master | count |
|---|---|
| buf | 10 |
| inv | 31 |
| o21ai | 31 |
| nor2b | 1 |
| nand3b | 31 |
| dfrtp | 33 |
==> per-layer routing <==
layer	routed length, µm	part of all wire
met5	0	0
met4	30	0.0093
met3	243	0.076
met2	1370	0.43
met1	1570	0.49
Power and IR drop assume default switching activity.
